[run.sh]
#!/bin/bash
# OpenROAD 26Q1-2900-gdf79404cd8, Yosys 0.63+post, stock flow scripts
make -C /OpenROAD-flow-scripts/flow DESIGN_CONFIG=/design/flow/config.mk WORK_HOME=/design/flow/orfs finish
[config.mk]
export PLATFORM = sky130hd
export DESIGN_NAME = MyDesign
export DESIGN_NICKNAME = MyDesign
export VERILOG_FILES = /design/flow/design.v
export SDC_FILE = /design/flow/constraint.sdc
export NUM_CORES = 4
export LEC_CHECK = 1
export CORE_UTILIZATION = 30
[constraint.sdc]
current_design MyDesign

set clk_period 41.0
set clk_io_pct 0.2

create_clock -name clk0 -period $clk_period [get_ports {clk}]

set non_clock_inputs [all_inputs -no_clocks]
set_input_delay [expr $clk_period * $clk_io_pct] -clock clk0 $non_clock_inputs
set_output_delay [expr $clk_period * $clk_io_pct] -clock clk0 [all_outputs]
[design.v]
module MyDesign #(parameter OUTPUT_LENGTH       = 8,
                  parameter MAX_MESSAGE_LENGTH  = 55,
                  parameter NUMBER_OF_Ks        = 64,
                  parameter NUMBER_OF_Hs        = 8 ,
                  parameter SYMBOL_WIDTH        = 8  )
            (
            output reg                                   dut__xxx__finish     ,
            input  wire                                  xxx__dut__go         ,  
            input  wire  [ $clog2(MAX_MESSAGE_LENGTH):0] xxx__dut__msg_length ,
            output reg  [ $clog2(MAX_MESSAGE_LENGTH)-1:0]   dut__msg__address  ,   
            output reg                                      dut__msg__enable   ,   
            output reg                                      dut__msg__write    ,   
            input  wire [7:0]                               msg__dut__data     ,   
            output reg  [ $clog2(NUMBER_OF_Ks)-1:0]     dut__kmem__address  ,   
            output reg                                  dut__kmem__enable   ,   
            output reg                                  dut__kmem__write    ,   
            input  wire [31:0]                          kmem__dut__data     ,   
            output reg  [ $clog2(NUMBER_OF_Hs)-1:0]     dut__hmem__address  ,   
            output reg                                  dut__hmem__enable   ,   
            output reg                                  dut__hmem__write    ,   
            input  wire [31:0]                          hmem__dut__data     ,   
            output reg  [ $clog2(OUTPUT_LENGTH)-1:0]    dut__dom__address  ,
            output reg  [31:0]                          dut__dom__data     ,   
            output reg                                  dut__dom__enable   ,
            output reg                                  dut__dom__write    ,
            input  wire                 clk             ,
            input  wire                 reset  
            );
	localparam reset_wait_state = 4'b0001;
	localparam read_state = 4'b0010;
	localparam param_state = 4'b0100;
	localparam write_state = 4'b1000;
	reg [3:0] current_state;
	reg go;
	reg [7:0] data;
	reg [5:0] length;
	reg my_reset;
	reg [31:0] kmem;
	reg [31:0] hmem;
	reg [511:0] M1;
	reg [5:0] count;
	reg [4:0] index;
	always @ (posedge clk) begin
		my_reset <= reset;
		go <= xxx__dut__go;
		data <= msg__dut__data;
		length <= xxx__dut__msg_length;
		kmem <= kmem__dut__data; 
		hmem <= hmem__dut__data; 
		if (my_reset) begin
			current_state <= reset_wait_state;
		end
		case (current_state) 
			reset_wait_state: begin
				dut__xxx__finish <= 1'b0; 	 
				dut__msg__address <= 0;		 
				dut__msg__enable <= 1'b0;	 
				dut__msg__write <= 1'b0;	 
				dut__kmem__address <= 0;  	 
                                dut__kmem__enable <= 1'b0;   	 
                                dut__kmem__write  <= 1'b0;    	 
                                dut__hmem__address <= 0;  	 
                                dut__hmem__enable <= 1'b0;   	 
                                dut__hmem__write  <= 1'b0;    	 
                                dut__dom__address <= 0;		 
                                dut__dom__data    <= 0;		 
                                dut__dom__enable  <= 1'b0;	 
                                dut__dom__write   <= 1'b0;	 
                                M1 <= 0;
                 		count <= 0;
                 		index <= 0;
                                if (go) begin
                                	dut__msg__address <= count;	 
					dut__msg__enable <= 1'b1;	 
					dut__msg__write <= 1'b0;	 
					count <= count + 1;
                                	current_state <= read_state;
                                end
			end  
			read_state: begin
				if (count <= length + 1) begin
					M1[511-((count-1)*8) -: 8] <= data;
					count <= count + 1;
					if (count <= length - 1) begin
						dut__msg__address <= count;	 
						dut__msg__enable <= 1'b1;	 
						dut__msg__write <= 1'b0;	 
					end 
				end
				else begin
					dut__msg__enable <= 1'b0;	 
					dut__msg__write <= 1'b0;	 
					M1 <= M1 << 8;
					current_state <= param_state;
				end
			end  
			param_state: begin
				M1[511-(8*length)] <= 1'b1;
				M1[31 -: 32] <= length * 8;
				current_state <= write_state;
			end  
			write_state: begin
				if (index <= 15) begin
					dut__dom__address <= index;				 
                             		dut__dom__data    <= M1[511-(index*32) -: 32];		 
                              		dut__dom__enable  <= 1'b1;				 
                                	dut__dom__write   <= 1'b1;				 
                                	M1 <= M1;
                                	index <= index + 1;
                                	current_state <= write_state;
                                end else begin
                                	dut__dom__enable  <= 1'b0;				 
                                	dut__dom__write   <= 1'b0;				 
                                	dut__xxx__finish <= 1;
                                	current_state <= reset_wait_state;
                                end
			end  
		endcase  
	end  
endmodule  
==> results.yml <==
# implementation run metrics
synth:
  syn_inst: 3129
  synthesis.area_sq_um: 34300
  avgSynthCellArea_sq_um: 11.0
  ys_cells: 3129
  ys_area_sq_um: 34300
  async_flop_share_pct: 0
  top_cells_by_area: "edfxtp_1, mux4_2, nand2_1"
  top_area_share_pct: 49.6
  yosysTopAreaCell: "edfxtp_1"
  edf_count: 567
  most_common_cell: "edfxtp_1"
  synth-seq-area-share_pct: 50.8
  ys.flop_type: "edfxtp_1"
  yosysWarnings: 1
  yosysUniqueCellTypes: 82
  numSynthFlops: 587
  common_cells: "edfxtp_1, nand2_1, o211ai_1"
final_timing:
  final.min_clock_period_ns: 9.68
  setup-tns-final_ns: 0
  fmax_ghz: 0.103
  finalSetupViolCount: 0
  finalMaxSlewViolations: 0
  rsz0062_at_grt: "false"
  max_slew.worst_pin.slew_ns: 0.977
  skew_ns: 0.0537
  hold_viol_final: 0
  post-route-period-util_pct: 23.6
  max-slew-margin-rel_pct: 34.6
worst_setup_path:
  critical_path_class: "reg -> out"
  critPathArrivalTime_ns: 1.48
  cp.buffers_inverters: 1
  cp_top_family: "buffers and inverters"
  slowest_stage: "clkdlybuf4s50_1"
  r2r_cells: 14
  worstReg2RegEnd: "M1[449]"
  cp_max_fo: 1
  endpoint_kind: "output pin"
  r2r_setup_slack_ns: 33.90
  crit_required_ns: 32.80
  worst-path-stages: 1
  startpoint: "dut__msg__enable"
  path_cells: "clkdlybuf4s50_1"
  r2r-start: "length[2]"
  worst_path_largest_cell_delay_ns: 0.48
  timing.critical_path.to: "dut__msg__enable"
  startpoint_type: "flip-flop"
clock_network:
  cts_root_buffer: "clkbuf_16"
  clk_pin_slew_ns: 0.06
  htreeDepth: 3
  clk_latency_ns: 0.68
  cts_resized: 0
  cts_setup_buffers: 0
  numClockSinks: 587
  tritoncts: "done"
  cts_buffers: 74
  postCtsHoldBufs: 0
  clk_path_buf_depth: 3
route:
  num_vias: 28500
  drt-total-wl_um: 131000
  first_pass_iters: 6
  vias_per_cell: 6.04
  ant_nets: 0
  drtIter0Drc: 3304
  post-route-drc-count: 0
  wire_per_inst_um: 27.8
floorplan:
  ios: 141
  core_region_area_sq_um: 113000
  die_height_um: 340
  fp_util_pct: 30.4
  die_x_um: 340
  chip_area_sq_um: 116000
  rows: 123
cells_and_area:
  drive_gt1_share_pct: 12.4
  areaGrowthSynthToFinish_pct: 14.7
global_routing:
  antenna_found_initial: 1
  grt_max_degree: 121
  track_usage_pct: 23.4
  grt_pass1_vias: 28200
  grt-ovfl-total: 0
  grt_pass1_wl_um: 191000
power_and_ir_drop:
  ir_drop_mv: 0.0308
  fin_total_pwr_mw: 1.30
  p_per_area_nw_per_um2: 33.0
  p_leak_nw: 12.5
place:
  gp_congestion: 0.963
  hpwl_um: 84300
  port_buffers: 61
job:
  maxCapViolCount: 0
  warnings: 104
status:
  outcome: "finished, final reports clean"
worst_hold_path:
  hold_path.class: "reg -> reg"
final cells by class:
type                            instances  area (sq um)
Clock buffer                           95          2010
Antenna cell                            5          12.5
Clock inverter                         36           294
Fill cell                           11000         73600
Timing Repair Buffer                  194          1660
Tap cell                             1500          1880
Sequential cell                       587         17400
Multi-Input combinational cell       2105         15400
Inverter                              199           747
through the flow:
stage	cell area (sq um)	worst slack, ns	instances	hold slack, ns	util [%]
2_1_floorplan	34400	27.90	3146	0.427	-
3_3_place_gp	37100	31.99	4585	0.528	32.8
3_5_place_dp	37100	32.01	4585	0.541	32.8
4_1_cts	39400	31.27	4716	0.543	34.9
5_1_grt	39400	31.26	4716	0.587	34.9
6_report	39400	31.32	4721	0.524	34.9
registers in the layout, indices dropped and copies added, names as in the netlist:
name and flops:
dut__xxx__finish 1, dut__dom__enable 1, go 1, M1 512, data 8, my_reset 1
count 6, dut__msg__address 6, length 6, dut__dom__data 32, current_state 4, index 5
dut__dom__address 3, dut__msg__enable 1
kinds of logic after synthesis:
group           synth area share, %
xor+xnor                      0.576
other cells                  0.0219
mux                            8.98
compound gates                 21.6
simple gates                   11.8
fa+ha+maj                      1.06
flops                          50.8
buf+inv                        5.22
how the worst min path moves through the flow:
stage | from | end | slack (ns) | depth (start not counted)
after CTS | go | current_state[2] | 0.54 | 2
after global routing | M1[317] | M1[325] | 0.59 | 2
final | go | current_state[2] | 0.52 | 2
cell usage in the layout (no fill, tap or decap), drive strengths merged, types with 14 or more instances in the layout:
cell / synthesis / final
a21oi: 58 / 58
a221o: 141 / 141
a222oi: 20 / 20
a22oi: 78 / 78
a31oi: 31 / 31
a32oi: 18 / 18
and2: 48 / 48
buf: 62 / 133
clkbuf: 193 / 95
clkdlybuf4s50: 0 / 61
clkinv: 0 / 29
conb: 2 / 19
dfxtp: 20 / 20
edfxtp: 567 / 567
ha: 29 / 29
inv: 199 / 203
mux2i: 91 / 91
mux4: 96 / 96
nand2: 532 / 532
nand3: 50 / 50
nand4: 22 / 22
nor2: 213 / 213
nor2b: 16 / 16
nor3: 14 / 14
o211ai: 244 / 244
o21ai: 49 / 49
o221ai: 200 / 200
routing by layer:
| layer | GRT usage [%] | up-vias | share of wire [%] |
|---|---|---|---|
| met5 | 1.88 | - | 0.21 |
| met4 | 10.6 | 4 | 5.8 |
| met3 | 14.8 | 398 | 16 |
| met2 | 32.1 | 1857 | 42 |
| met1 | 29.2 | 13800 | 36 |
| li1 | - | 12400 | - |
power breakdown:
part	internal, mW	leakage, nW	switching, mW
registers	0.648	6.73	0.00183
logic	0.00487	4.66	0.00901
clock network	0.356	1.13	0.278
Power is estimated from default activity; no workload was simulated.
